`config.mk`:
```
export PLATFORM = sky130hd
export DESIGN_NAME = alu
export DESIGN_NICKNAME = alu
export VERILOG_FILES = /design/flow/design.v
export SDC_FILE = /design/flow/constraint.sdc
export NUM_CORES = 4
export LEC_CHECK = 1
export CORE_UTILIZATION = 40
```
`constraint.sdc`:
```
current_design alu

set clk_period 23.0
set clk_io_pct 0.2

create_clock -name clk0 -period $clk_period

set non_clock_inputs [all_inputs -no_clocks]
set_input_delay [expr $clk_period * $clk_io_pct] -clock clk0 $non_clock_inputs
set_output_delay [expr $clk_period * $clk_io_pct] -clock clk0 [all_outputs]
```
`design.v`:
```
`timescale 1ns/1ps
module alu(A, B, sel, out);
    input signed [31:0] A, B;
    input [2:0] sel;
    output reg [31:0] out;
    reg [31:0] temp; 
    always @(*) begin
        case (sel)
            3'b000 : out = A & B;
            3'b001 : out = A | B;
            3'b010 : out = A + B;
            3'b110 : out = A - B;
            3'b111 : begin
                temp = A - B;
                out = {{31{1'b0}}, temp[31]};
                end
            default: out = A;
        endcase
    end
endmodule
module tb_alu;
    reg signed [31:0] A, B;
    reg [2:0] sel;
    wire [31:0] out;
    reg [2:0] i;
    reg [1:0] j, k;
    reg [31:0] A_ [1:0];
    reg [31:0] B_ [1:0];
    reg [2:0] op_codes [5:0];
    alu test(A, B, sel, out);
        initial begin
            op_codes[0] = 3'b000;
            op_codes[1] = 3'b001;
            op_codes[2] = 3'b010;
            op_codes[3] = 3'b110;
            op_codes[4] = 3'b111;
            A_[0] = 32'b00000000000000000000000011100000;
            A_[1] = 32'b00000000000000000000110101011101;
            B_[0] = 32'b00000000000000000000000100011010;
            B_[1] = 32'b00000000000000000000000001011001;
            for (j=0;j<2;j++) begin
                A = A_[j];
                for (k=0;k<2;k++) begin
                    B = B_[k];
                    for (i=0;i<5;i++) begin
                        sel = op_codes[i];
                        #10;
                        $display ("%0d test data: Input A is %d, input B is %d, ALUop is %b, result is %d", (10*j+5*k+i+1), A, B, sel, $signed(out));
                    end
                end
            end
        end
endmodule
```
`run.sh`:
```
#!/bin/bash
# OpenROAD 26Q1-2900-gdf79404cd8, Yosys 0.63+post, stock flow scripts
make -C /OpenROAD-flow-scripts/flow DESIGN_CONFIG=/design/flow/config.mk WORK_HOME=/design/flow/orfs finish
```
==> flow_metrics.rpt <==
==== FLOW RESULTS ====
----------------------------------------------------
[Outcome]
  Run status ........................ completed

[Die]
  Initial Utilization ........................ 0.411
  Area of the die ........................ 13400 µm²
  Die width ........................ 116 µm
  Die height ........................ 116 µm
  Standard-cell row count ........................ 41
  Top Ports ........................ 99
  Core area ........................ 12600 µm²

[Power]
  Worst voltage drop across the vdd grid ........................ 0.00000879 V
  Net switching fraction of the power ........................ 0.551
  Internal power ........................ 70.2 µW
  Combinational Power Share ........................ 1.000
  Fraction of power consumed by sequential logic ........................ 0
  Static power due to leakage ........................ 0.00280 µW
  Clock power frac ........................ 0
  P_sw ........................ 86.1 µW
  PD cells ........................ 25.0 nW/µm²

[Drt]
  Initial DRC count ........................ 374
  Detailed-route DRC error count ........................ 0
  Number of optimization iterations in the first detailed-route pass ........................ 6
  Overall routed net length ........................ 18600 µm
  Routed via count ........................ 5883
  Number of routed nets with antenna violations ........................ 0
  Average vias per placed instance ........................ 5.80
  DR WL/cell ........................ 18.3 µm
  Number of antenna diodes ........................ 0

[Final timing]
  Final critical-path required period ........................ 13.32 ns
  Transition time of the tightest slew-check pin ........................ 0.930 ns
  Final sum of negative setup slack ........................ 0 ns
  Final worst-path cycle share ........................ 0.579
  Hold Fails Final Rpt ........................ 0
  Setup slack of the critical path after layout ........................ 9.68 ns
  Max Freq ........................ 0.0751 GHz
  Remaining max-slew budget at the tightest pin ........................ 0.375
  Final-report setup violation count ........................ 0
  Setup repair after global routing missed its margin ........................ false
  Count of final max-slew check failures ........................ 0

[Place]
  Final weighted congestion of routability-driven global placement ........................ 0.945
  Area of placed instances ........................ 6260 µm²
  Post-Place Worst Slack ........................ 9.73 ns
  HPWL after detailed placement ........................ 14300 µm
  I/O Buffers ........................ 99

[Setup path]
  Cell at the slowest stage of the critical path ........................ clkdlybuf4s50_1
  Chain of cells forming the critical path ........................ clkdlybuf4s50_1 > inv_1 > ha_1 > fa_1 > o21bai_4 > o2111ai_2 > a211o_1 > o41a_4 > o21ai_2 > o22ai_2 > o31ai_2 > a31oi_1 > xnor2_1 > o221ai_1 > clkdlybuf4s50_1
  CP max FO ........................ 5
  Crit path capture type ........................ output pin
  Longest individual stage delay on the worst path ........................ 0.53 ns
  Type of the worst setup path ........................ in -> out
  CP top delay family ........................ AND-OR/OR-AND gates
  Number of buffers and inverters on the critical path ........................ 3
  Data arrival time of the critical path ........................ 8.72 ns
  CP startpoint kind ........................ input port
  Cell seen most often among critical-path stages ........................ clkdlybuf4s50_1
  Required time reported for the critical path endpoint ........................ 18.40 ns

[Final layout]
  Share of the core filled with cells ........................ 0.496
  Share of final-layout standard cells stronger than drive strength 1 ........................ 0.0344
  Count of fill cells added during filler insertion ........................ 1281
  FF+latch count ........................ 0
  Register cell area after layout ........................ 0 µm²
  Post-layout instance area ........................ 6260 µm²
  Area growth from synthesis to final layout ........................ 20.5%
  Number of clock buffers in the layout ........................ 0

[Logic synthesis]
  Post-Syn Area ........................ 5190 µm²
  Mean cell area of the mapped netlist ........................ 6.63 µm²
  Area of the synthesized netlist per yosys stat ........................ 5190 µm²
  Biggest area consumer among synthesized cells ........................ ha_1
  Area share of the largest cell type after synthesis ........................ 0.260
  Count of different cell masters after synthesis ........................ 78
  Yosys warns ........................ 1
  Synth Seq Share ........................ 0
  Leading cell types by total area after synthesis ........................ ha_1 26%, a21oi_1 8.3%, inv_1 6.8%
  Yosys Instances ........................ 783
  Syn Inst Count ........................ 783

[Global route]
  Vias in the first global route ........................ 5377
  Pin count of the biggest net entering global routing ........................ 64
  Total global-route track usage ........................ 0.279
  Global-route wire length before repair ........................ 28800 µm
  Antenna violations before repair ........................ 0
  Aggregate global routing overflow ........................ 0

[Clocking]
  Post-CTS setup-driven buffer insertion count ........................ 0
  Post-cts hold-fix buffer tally ........................ 0
  Post-CTS Resized ........................ 0

[Run]
  OpenROAD warning count ........................ 108
  Max-cap violation count ........................ 0

[Hold path]
  Min-Delay Path Class ........................ in -> out

----------------------------------------------------
[layer usage]
layer / track usage / part of all wire / vias to the layer above
met2: 0.480 / 0.47 / 211
met1: 0.393 / 0.46 / 2733
li1: - / - / 2919
met4: 0.0453 / 0.017 / 0
met3: 0.0112 / 0.047 / 20
met5: 0 / 0 / -
[through the flow]
stage	total power, µW	hold WS [ns]	instances
4_1_cts	155	10.04	1014
3_5_place_dp	154	10.03	1014
6_report	156	10.03	1014
2_1_floorplan	95.5	9.26	783
5_1_grt	172	10.11	1014
3_3_place_gp	155	10.03	1014
[layout make-up]
| type | count | area (µm²) | area share |
|---|---|---|---|
| Inverter | 96 | 360 | 0.0576 |
| Multi-Input combinational cell | 638 | 4630 | 0.740 |
| Tap cell | 172 | 215 | 0.0344 |
| Timing Repair Buffer | 108 | 1050 | 0.168 |
[cells by family after synthesis]
logic type,count (synthesis),synth area share
AOI/OAI and AO/OA,287,0.381
xor gates and xnor gates,29,0.0489
and+or+nand+nor,206,0.183
buffers and inverters,145,0.108
adders and majority gates,110,0.268
muxes,6,0.0116
[placed cells by master, fill, tap and decap left out, types with 3 or more instances in the layout]
cell type	instances
or3_1	6
xnor2_1	25
nor2_1	79
o22ai_1	4
ha_1	108
o31a_1	3
a22oi_1	8
nor3_1	15
nand2b_1	6
a21o_1	12
nand2_1	49
o311a_1	3
o21ai_0	50
a21oi_1	86
clkdlybuf4s50_1	97
nor4_1	6
o31ai_1	9
o211ai_1	10
o221ai_1	21
inv_1	94
o21bai_1	9
nor2b_1	7
mux2i_1	6
or2_2	3
a221oi_1	3
and3_1	4
buf_4	9
a211oi_1	19
a31oi_1	8
xor2_1	4
nand3_1	13
o21a_1	4
nand4_1	7
[power groups by stage]
stage	Sequential, µW	Clock (µW)	Combinational (µW)
final	0	0	156
after global routing	0	0	172
after CTS	0	0	155
[synth_stat cells (all sizes together), types with 3 or more instances]
| master | n |
|---|---|
| o31ai | 11 |
| and3 | 5 |
| clkbuf | 38 |
| or2 | 4 |
| a22oi | 8 |
| nor4 | 6 |
| ha | 108 |
| a21o | 12 |
| mux2i | 6 |
| o21ai | 51 |
| o31a | 3 |
| a31oi | 8 |
| buf | 11 |
| inv | 95 |
| o21bai | 10 |
| nor2 | 79 |
| o211ai | 10 |
| a211oi | 20 |
| nand2 | 49 |
| o21a | 4 |
| xnor2 | 25 |
| a221oi | 4 |
| xor2 | 4 |
| or3 | 6 |
| nand4 | 7 |
| a21oi | 87 |
| nor2b | 7 |
| a2111oi | 4 |
| nand2b | 6 |
| nor3 | 15 |
| nand3 | 13 |
| o221ai | 21 |
| o22ai | 5 |
| o311a | 4 |
[final timing paths]
check	from	endpoint	slack, ns	cells past startpoint
worst min-delay path	sel[2]	out[26]	10.03	4
worst max-delay path	A[0]	out[28]	9.68	15
No activity file was given, so power comes from the tool's default toggle rates.
