$ cat config.mk
export PLATFORM = sky130hd
export DESIGN_NAME = barrelShifter
export DESIGN_NICKNAME = barrelShifter
export VERILOG_FILES = /design/flow/design.v
export SDC_FILE = /design/flow/constraint.sdc
export NUM_CORES = 4
export LEC_CHECK = 1
export CORE_AREA = 10 10 70 70
export DIE_AREA = 0 0 80 80
$ cat constraint.sdc
current_design barrelShifter

set clk_period 1.5
set clk_io_pct 0.2

create_clock -name clk0 -period $clk_period

set non_clock_inputs [all_inputs -no_clocks]
set_input_delay [expr $clk_period * $clk_io_pct] -clock clk0 $non_clock_inputs
set_output_delay [expr $clk_period * $clk_io_pct] -clock clk0 [all_outputs]
$ cat design.v
`timescale 1ns/1ps
module mux2x1 (input in1, input in2, output out, input sel);
    reg out;
    always @(*) begin
       if (sel == 1)
            out = in1;
        else
            out = in2; 
    end
endmodule
module barrelShifter(IN, SHIFT, OUT);
    input [7:0] IN;
    input [2:0] SHIFT;
    output [7:0] OUT;
    wire [7:0] ST1, ST2;
    mux2x1 m0_0(1'b0, IN[0], ST1[0], SHIFT[0]);
    mux2x1 m0_1(IN[0], IN[1], ST1[1], SHIFT[0]);
    mux2x1 m0_2(IN[1], IN[2], ST1[2], SHIFT[0]);
    mux2x1 m0_3(IN[2], IN[3], ST1[3], SHIFT[0]);
    mux2x1 m0_4(IN[3], IN[4], ST1[4], SHIFT[0]);
    mux2x1 m0_5(IN[4], IN[5], ST1[5], SHIFT[0]);
    mux2x1 m0_6(IN[5], IN[6], ST1[6], SHIFT[0]);
    mux2x1 m0_7(IN[6], IN[7], ST1[7], SHIFT[0]);
    mux2x1 m1_0(1'b0, ST1[0], ST2[0], SHIFT[1]);
    mux2x1 m1_1(1'b0, ST1[1], ST2[1], SHIFT[1]);
    mux2x1 m1_2(ST1[0], ST1[2], ST2[2], SHIFT[1]);
    mux2x1 m1_3(ST1[1], ST1[3], ST2[3], SHIFT[1]);
    mux2x1 m1_4(ST1[2], ST1[4], ST2[4], SHIFT[1]);
    mux2x1 m1_5(ST1[3], ST1[5], ST2[5], SHIFT[1]);
    mux2x1 m1_6(ST1[4], ST1[6], ST2[6], SHIFT[1]);
    mux2x1 m1_7(ST1[5], ST1[7], ST2[7], SHIFT[1]);
    mux2x1 m2_0(1'b0, ST2[0], OUT[0], SHIFT[2]);
    mux2x1 m2_1(1'b0, ST2[1], OUT[1], SHIFT[2]);
    mux2x1 m2_2(1'b0, ST2[2], OUT[2], SHIFT[2]);
    mux2x1 m2_3(1'b0, ST2[3], OUT[3], SHIFT[2]);
    mux2x1 m2_4(ST2[0], ST2[4], OUT[4], SHIFT[2]);
    mux2x1 m2_5(ST2[1], ST2[5], OUT[5], SHIFT[2]);
    mux2x1 m2_6(ST2[2], ST2[6], OUT[6], SHIFT[2]);
    mux2x1 m2_7(ST2[3], ST2[7], OUT[7], SHIFT[2]);
endmodule
$ cat run.sh
#!/bin/bash
# OpenROAD 26Q1-2900-gdf79404cd8, Yosys 0.63+post, stock flow scripts
make -C /OpenROAD-flow-scripts/flow DESIGN_CONFIG=/design/flow/config.mk WORK_HOME=/design/flow/orfs finish
==> results_dict.tcl <==
# place-and-route summary
set metrics [dict create \
    status "finished, violations left" \
    violations "setup timing" \
    yosys.area_share.simple 0.154 \
    fin_ws_ns -0.0503 \
    pre_cts_ws_ns -0.765 \
    ys_cells 38 \
    fin_crit_sh 1.03 \
    hold_buffers 0 \
    ys_sh_mux 0.432 \
    first_global_vias 364 \
    grt_overflow_total 0 \
    place_congestion 0.769 \
    grt_antenna_before_repair 0 \
    slowest_stage "mux2_4" \
    ff_count 0 \
    max_freq_mhz 645 \
    fp-utilization 0.0949 \
    grt_pass1_wl_microns 1880 \
    syn_inst 38 \
    dp_hpwl_microns 910 \
    hp-start "SHIFT[2]" \
    via_per_inst 3.29 \
    pin_count 19 \
    yosysSeqAreaShare 0 \
    maxSlewViolCount 0 \
    logic_family "multiplexers" \
    area_growth_pct 79.5 \
    min_delay_path_depth 3 \
    whs_ns 0.923 \
    switching_share 0.381 \
    startpoint_type "input pin" \
    placed_cells 99 \
    critPathBufInv 2 \
    vias 342 \
    die_area_sq_um 6400 \
    grt_max_degree 9 \
    worst_pin_slew_ns 0.225 \
    seqCellArea_sq_um 0 \
    critPathCaptureType "output port" \
    layout_top_cells "buf_2, buf_4, dlygate4sd2_1" \
    fillers 387 \
    critPathMaxFanout 3 \
    required_ns 1.20 \
    p_int_mw 0.0984 \
    p_per_area_nw_per_um2 273 \
    p_comb_frac 1.000 \
    yosysChipArea_sq_um 324 \
    ant_nets 0 \
    firstDrtPassIters 2 \
    syn_avg_cell_area_sq_um 8.53 \
    drt-initial-drc-count 22 \
    p_seq_frac 0 \
    crit_arrival_ns 1.25 \
    drive_gt1_frac 0.672 \
    aoi_share 0.162 \
    xor_share 0 \
    clockBufferCount 0 \
    place.port_buffers 19 \
    slew_headroom 0.847 \
    path_class "in -> out" \
    drc 0 \
    maxCapViolCount 0 \
    max_stage_delay_ns 0.28 \
    peakVddDrop_mv 0.0549 \
    clkPwrFrac 0 \
    rows 21 \
    final_cell_area_sq_um 582 \
    whs_endpoint "OUT[0]" \
    finalHoldViolations 0 \
    power_switching_mw 0.0606 \
    dieWidth_microns 80 \
    ys_types 19 \
    routed_wirelength_microns 1140 \
    placed_cell_area_sq_um 543 \
    mappedNetlistArea_sq_um 324 \
    path_cells "dlygate4sd2_1, mux2_4, nor2_1, a211oi_1, dlygate4sd2_1" \
    ys.warnings.count 1 \
    rsz0062_at_grt "yes" \
    hp-class "in -> out" \
    finalCriticalPeriod_ns 1.55 \
    dieHeight_microns 80 \
    finalNonFillerCells 104 \
    diodes 0 \
    path_delay_family "buffers and inverters" \
    p_leak_nw 0.257 \
    design.core.area_sq_um 3420 \
    grt_use_total 0.0349 \
    synthAdderAreaFrac 0 \
    cpMostUsedCell "dlygate4sd2_1" \
    warning_count 34 \
    lay_top_count "buf_2" \
    wire_per_inst_microns 11.0 \
    setup_violations 5 \
]
metal layers:
layer | share of wire | track usage
met3 | 0.15 | 0.0216
met2 | 0.42 | 0.0522
met1 | 0.43 | 0.0444
met4 | 0 | 0
met5 | 0 | 0
Yosys cell counts (all sizes together):
library cell   n  area share
mux2i          5        0.15
nand3b         1       0.023
o22a           2       0.054
buf           11        0.25
nor3           1       0.015
o22ai          1       0.039
a21oi          1       0.015
mux4           2        0.16
nor4b          1       0.027
a211oi         1       0.023
nand2b         1       0.019
o21ai          2       0.031
mux2           3        0.12
nand2          3       0.035
nor2           3       0.035
how the worst max path moves through the flow:
stage         cells past startpoint     end  slack [ns]  startpoint
CTS                               7  OUT[6]       -0.05    SHIFT[1]
global route                      7  OUT[5]        -0.1    SHIFT[1]
finish                            5  OUT[3]       -0.05       IN[1]
power groups by stage:
stage	registers, mW	clock network, mW	logic [mW]
6_report	0	0	0.159
4_1_cts	0	0	0.148
5_1_grt	0	0	0.173
cell type report:
class / count / area [sq um] / share of cell area
Tap cell: 46 / 57.6 / 0.0989
Multi-Input combinational cell: 27 / 272 / 0.467
Timing Repair Buffer: 31 / 253 / 0.434
stage by stage:
stage	TNS [ns]	util	total power, mW
final	-0.123	0.170	0.159
after global routing	-0.419	0.170	0.173
after CTS	-0.214	0.166	0.148
after detailed placement	-5.47	0.159	0.148
after global placement	-5.37	0.159	0.147
after floorplan	0	-	0.0824
logic make-up after synthesis:
kind of cell    Yosys count
simple gates             10
buf+inv                  11
mux                      10
compound gates            7
tightest hold or removal path, stage by stage:
cell and delay (ns):
clkbuf_2 0.17, nor4b_2 0.07, clkbuf_2 0.09
repair_timing:
| action | in CTS | in global routing |
|---|---|---|
| setup buffers | 4 | 1 |
| gates resized | 58 | 15 |
| pin swaps | 9 | 6 |
| endpoints found under the hold margin | 0 | 0 |
| setup endpoints to repair | 8 | 8 |
No activity file was given, so power comes from the tool's default toggle rates.
