===== flow/run.sh =====
#!/bin/bash
# OpenROAD 26Q1-2900-gdf79404cd8, Yosys 0.63+post, stock flow scripts
make -C /OpenROAD-flow-scripts/flow DESIGN_CONFIG=/design/flow/config.mk WORK_HOME=/design/flow/orfs finish

===== flow/config.mk =====
export PLATFORM = sky130hd
export DESIGN_NAME = clock_divider
export DESIGN_NICKNAME = clock_divider
export VERILOG_FILES = /design/flow/design.v
export SDC_FILE = /design/flow/constraint.sdc
export NUM_CORES = 4
export LEC_CHECK = 1
export CORE_UTILIZATION = 40

===== flow/constraint.sdc =====
current_design clock_divider

set clk_period 7.7
set clk_io_pct 0.2

create_clock -name clk0 -period $clk_period [get_ports {clk_in}]

set non_clock_inputs [all_inputs -no_clocks]
set_input_delay [expr $clk_period * $clk_io_pct] -clock clk0 $non_clock_inputs
set_output_delay [expr $clk_period * $clk_io_pct] -clock clk0 [all_outputs]

===== flow/design.v =====
`timescale 1ns / 1ps
module clock_divider(
     input  clk_in,
     output reg clk_out,
     input  reset,
     input  [31:0] ratio
     );
     reg [31:0] count;
     initial begin
        clk_out = 0;
        count = 0;
     end  
     always@(posedge clk_in, posedge reset) begin 
        if(reset == 1) begin
            clk_out = 0;
            count = 0;        
        end else if(count == (ratio/2)-1)begin
            clk_out = ~clk_out;  
            count = 0;
        end else count = count + 1;
     end
endmodule

==> flow_summary.toml <==
# yosys + openroad results
[power]
power.density_nw_per_um2 = 113
power.static_leakage_uw = 0.00111
peakVddDrop_mv = 0.0707
total_power_uw = 375

[placed_design]
post-place-cells = 444
gp_congestion = 0.864
place.detailed.hpwl_mm = 4.82
io_buffer_count = 33
dp_worst_setup_slack_ps = 2780

[logic_synthesis]
ys.flop_type = "sky130_fd_sc_hd__dfrtp_1"
postSynthAreaPerCell_um2 = 8.70
simple_gate_fraction_of_synth_area_pct = 36.1
edf_count = 0
syn-cell-area_um2 = 2820
yosys-stat-cells = 324
postSynthSeqShare_pct = 29.3
synth.comb.largest_family = "simple AND/OR/NAND/NOR gates"
synthCells = 324
ys_async_sr_fraction_pct = 100
synthAoiAreaFrac_pct = 8.08
mux_area_share_pct = 0.355
number_of_distinct_standard_cells_referenced_by_the_synthesized_netlist = 56
synth_flops = 33
synth_chip_area_um2 = 2820
synth-warning-count = 1
fa_ha_maj_area_share_pct = 0.888
synth-xor-area-share_pct = 22.3

[layout]
final_core_util_pct = 49.0
final_layout_size_suffix_gt1_share_pct = 7.02
post_layout_nonfiller_instances = 452
fill_cells = 653
syn2layout_area_growth_pct = 18.1

[grt]
grt_overflow = 0
grt_start_max_net_pins = 34
grt_antenna_before_repair = 0
vias_in_the_first_global_route = 2241
globalRouteTotalUtil_pct = 18.6
grt_pass1_wl_mm = 10.7

[final_timing]
maxClockFrequency_ghz = 0.218
rsz0062_at_grt = "false"
fin_tns_setup_ps = 0
final.min_clock_period_ps = 4590
finalSetupViolCount = 0
clock_skew_ps = 1.72
slew_viol_final = 0
postLayoutSetupSlackWorst_ps = 3110
worst_slew_margin_rel_pct = 51.4
count_of_endpoints_failing_hold_in_the_final_timing_report = 0
worstMarginPinSlew_ps = 722
final_min_period_over_clock_period_pct = 59.6

[clock_tree]
cts.htree.levels = 2
cts-hold-fix-buffers = 0
numClockSinks = 33
path_clk_slew_ps = 60
tritoncts.num_buffers = 5
clk_path_buf_depth = 2
worst_skew_late_latency_ps = 280
ctsRootBufferMaster = "sky130_fd_sc_hd__clkbuf_8"
cts_tree = "done"
ctsResizeCount = 0
cts_setup_buffers = 0

[setup_path]
critPathKind = "in -> reg"
setup.worst_path.end_class = "flip-flop"
crit_required_ps = 7850
reg2reg_slack_ps = 5180
critical_path_arrival_ps = 4740
worstPathMaxFanout = 33
setup.worst_path.start_class = "input port"

[floorplanning]
fp.dieArea_um2 = 7380
chipWidth_um = 85.9
dieHeight_um = 85.9
floorplan.core_util_pct = 41.5
core_area_um2 = 6790
floorplan.io_pins = 35
num_rows = 30

[routing]
num_vias = 2374
wl_met3_um = 215
drtIter0Drc = 65
route.final.wire_length_mm = 6.28
topRoutingLayerUsed = "met4"
route.detailed.vias_per_inst = 5.25
drc = 0
routed_wire_length_per_instance_um = 13.9
route.met2.wl_mm = 2.56
drt_first_pass_iters = 6
antenna_violating_nets_post_route = 0
routed_length_on_met1_mm = 3.44
insertedDiodeCount = 0

[flow_run]
maxCapViolations = 0
tool_warnings = 26

[run_status]
run_status = "finished, final reports clean"

[worst_hold_path]
hold_wc_path_type = "reg -> reg"
## report_power, final
group	switching [uW]	total, uW	internal (uW)
logic	31.1	60.8	29.8
registers	0.000205	173	173
clock network	60.2	141	80.7
total	91.3	375	284
## cell families (layout without fill, tap and decap cells)
kind of cell,Yosys count,after routing
flops,33,33
buf+inv,17,49
fa+ha+maj,2,2
simple gates,172,172
compound gates,28,28
mux,1,1
xor+xnor,71,71
## metrics by stage
step	hold slack, ps	area [um^2]
CTS	509	3330
detailed placement	495	3230
global placement	493	3230
floorplan	460	2820
finish	504	3330
global route	525	3330
## synth_stat cells (2+ instances only)
master	instances	area [um^2]
sky130_fd_sc_hd__inv_1	5	18.8
sky130_fd_sc_hd__nor3b_2	2	25.0
sky130_fd_sc_hd__nand2b_1	4	25.0
sky130_fd_sc_hd__nand4_1	16	100
sky130_fd_sc_hd__buf_2	4	20.0
sky130_fd_sc_hd__nor4_1	9	56.3
sky130_fd_sc_hd__a31oi_1	3	18.8
sky130_fd_sc_hd__and4_1	9	78.8
sky130_fd_sc_hd__nand4b_1	3	26.3
sky130_fd_sc_hd__nor4_4	2	42.5
sky130_fd_sc_hd__or2_2	2	12.5
sky130_fd_sc_hd__or4_1	6	45.0
sky130_fd_sc_hd__o31ai_1	2	15.0
sky130_fd_sc_hd__nand2_1	17	63.8
sky130_fd_sc_hd__buf_4	2	15.0
sky130_fd_sc_hd__o211ai_1	5	37.5
sky130_fd_sc_hd__nand3b_1	4	30.0
sky130_fd_sc_hd__nor3b_1	3	22.5
sky130_fd_sc_hd__ha_1	2	25.0
sky130_fd_sc_hd__nor3_1	8	40.0
sky130_fd_sc_hd__and3_1	11	68.8
sky130_fd_sc_hd__xnor2_1	33	289
sky130_fd_sc_hd__nor2_1	46	173
sky130_fd_sc_hd__clkbuf_1	5	18.8
sky130_fd_sc_hd__nor2b_1	5	31.3
sky130_fd_sc_hd__nand3_1	15	75.1
sky130_fd_sc_hd__a311oi_1	3	26.3
sky130_fd_sc_hd__dfrtp_1	33	826
sky130_fd_sc_hd__xor2_1	37	324
sky130_fd_sc_hd__or3_1	2	12.5
## final timing paths
path	start	endpoint	cells past startpoint
worst min-delay path	clk_out	clk_out	1
worst max register to register	count[30]	clk_out	7
worst min register to register	clk_out	clk_out	1
worst max-delay path	ratio[1]	clk_out	11
max in group asynchronous	reset	count[7]	3
min in group asynchronous	reset	count[28]	3
## sequential cells by signal (all words and copies together) (netlist names)
name / count
clk_out: 1
count: 32
## cell usage in the layout, fill, tap and decap left out, types with 2 or more instances in the layout
master	netlist	layout
sky130_fd_sc_hd__buf_4	2	3
sky130_fd_sc_hd__nor2b_1	5	5
sky130_fd_sc_hd__clkbuf_8	0	7
sky130_fd_sc_hd__o31ai_1	2	2
sky130_fd_sc_hd__nor3_1	8	8
sky130_fd_sc_hd__or2_2	2	2
sky130_fd_sc_hd__or3_1	2	2
sky130_fd_sc_hd__and3_1	11	11
sky130_fd_sc_hd__nor2_1	46	46
sky130_fd_sc_hd__inv_1	5	5
sky130_fd_sc_hd__xor2_1	37	37
sky130_fd_sc_hd__a311oi_1	3	3
sky130_fd_sc_hd__nor3b_1	3	3
sky130_fd_sc_hd__and4_1	9	9
sky130_fd_sc_hd__dfrtp_1	33	33
sky130_fd_sc_hd__clkdlybuf4s50_1	0	33
sky130_fd_sc_hd__xnor2_1	33	33
sky130_fd_sc_hd__nand4_1	16	16
sky130_fd_sc_hd__o211ai_1	5	5
sky130_fd_sc_hd__nand2b_1	4	4
sky130_fd_sc_hd__nand3b_1	4	4
sky130_fd_sc_hd__nor4_4	2	2
sky130_fd_sc_hd__nor3b_2	2	2
sky130_fd_sc_hd__or4_1	6	6
sky130_fd_sc_hd__nand3_1	15	15
sky130_fd_sc_hd__ha_1	2	2
sky130_fd_sc_hd__nand4b_1	3	3
sky130_fd_sc_hd__nand2_1	17	17
sky130_fd_sc_hd__a31oi_1	3	3
sky130_fd_sc_hd__nor4_1	9	9
## layout make-up
class / count / area [um^2] / share of cell area, %
flip-flops and latches: 33 / 826 / 24.8
repair buffers: 36 / 353 / 10.6
multi-input cells: 274 / 1910 / 57.4
well taps: 96 / 120 / 3.61
clock inverters: 1 / 5.00 / 0.150
inverters: 5 / 18.8 / 0.564
clock buffers: 7 / 96.3 / 2.90
## worst max-delay path: stages
cell,delay [ps]
sky130_fd_sc_hd__clkdlybuf4s50_1,520
sky130_fd_sc_hd__inv_1,100
sky130_fd_sc_hd__ha_1,210
sky130_fd_sc_hd__nor3b_2,490
sky130_fd_sc_hd__nand4_1,330
sky130_fd_sc_hd__xnor2_1,230
sky130_fd_sc_hd__a2111oi_1,350
sky130_fd_sc_hd__nand4_1,200
sky130_fd_sc_hd__nor4_4,250
sky130_fd_sc_hd__buf_4,390
sky130_fd_sc_hd__xor2_2,100
## layer usage
layer | vias up | GRT usage (%)
li1 | 1251 | -
met1 | 1087 | 31.9
met2 | 30 | 26.6
met3 | 6 | 2.34
met4 | 0 | 1.82
met5 | - | 0
